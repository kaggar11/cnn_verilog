===== flow/config.mk =====
export PLATFORM = sky130hd
export DESIGN_NAME = log2n_cntr
export DESIGN_NICKNAME = log2n_cntr
export VERILOG_FILES = /design/flow/design.v
export SDC_FILE = /design/flow/constraint.sdc
export NUM_CORES = 4
export LEC_CHECK = 1
export CORE_AREA = 10 10 70 70
export DIE_AREA = 0 0 80 80

===== flow/constraint.sdc =====
current_design log2n_cntr

set clk_period 1.2
set clk_io_pct 0.2

create_clock -name clk0 -period $clk_period [get_ports {clk}]

set non_clock_inputs [all_inputs -no_clocks]
set_input_delay [expr $clk_period * $clk_io_pct] -clock clk0 $non_clock_inputs
set_output_delay [expr $clk_period * $clk_io_pct] -clock clk0 [all_outputs]

===== flow/design.v =====
module log2n_cntr # (
   parameter LOG2N_BITS=4
)(
   input clk,
   input rst,
   input en,
   output logic [LOG2N_BITS-1:0] control_bus             
);
logic [LOG2N_BITS-1:0] control_c;
assign control_c = (en) ? control_bus + 1'b1 : control_bus;
always_ff @(posedge clk, negedge rst) begin
   if (~rst) begin
      control_bus <= 'h0;
   end else if (en) begin
      control_bus <= control_c;
   end
end
endmodule

===== flow/run.sh =====
#!/bin/bash
# OpenROAD 26Q1-2900-gdf79404cd8, Yosys 0.63+post, stock flow scripts
make -C /OpenROAD-flow-scripts/flow DESIGN_CONFIG=/design/flow/config.mk WORK_HOME=/design/flow/orfs finish

==> run summary <==
run metrics: Num CTS Buffers 3, placed insts 64, clk latency late pin 230 ps, die width 80 um, num rows 21, worst-case reg-to-reg path depth 3, Distinct cells, synth 7, RSZ-0062 raised after global routing no, Placement Setup Slack -51.6 ps, register clock-pin slew on the reported worst setup and hold paths 40 ps, largest net degree at the start of global routing 5, fin. max-slew vios 0, Fillers 409, chip area 6400 um^2, ys cells 11, Max clock buf depth 2, Worst Hold Class input port to async pin, Worst Slack Setup Final 57.4 ps, Layout Cells excl Fill 70, synth warn 1, WL/cell 6.77 um, Area leader share 62.5%, number of antenna-violating nets in the routed design 0, leakage 0.132 nW, clk root buf clkbuf_4, antenna cells 0, max reg flops 4, Top Family by Delay on Critical Path flip-flops, Synth Instances 11, die height 80 um, critical path, cell by cell buf_4 > ha_1 > mux2_2, initial antenna violation count 0, area grow syn2layout 103%, CTS Hold Bufs 0, tool warnings 25, WP buf/inv 1, CP Class flop to flop, Fmax 875 MHz, fin crit share 95.2%, initial detailed-routing violation count 1, critical path required time 1310 ps, max_slew headroom 87.9%, Mean Syn Cell Area 14.6 um^2, Largest Register control_bus, GRT overflow 0, Clock Skews 4.27 ps, Global Route Usage Sum 1.69%, Worst Setup End Kind flop, floorplan utilization 4.69%, worst hold slack 206 ps, instance count on the critical path 3, TritonCTS clock tree yes, H-Tree Depth 1, mapped cell area 160 um^2, max incr delay on CP 370 ps, peak supply drop 0.968 mV, TritonCTS Sinks 4, Max FO, Critical Path 3, critical path's slowest cell dfrtp_1, Startpoint Class flop, Final Hold Vio Count 0, measured slew at the worst slew-check pin 181 ps, Final Wtd Congestion 0.665, WP data arrival 1250 ps, top cells by area, synth dfrtp_1 63%, xnor2_1 11%, ha_1 7.8%, # IOs 7, Vias per Instance 1.83, core region area 3420 um^2, Top Registers control_bus x4, max cap viols 0, first drt pass iteration count 2, first-pass GRT wire length 752 um, Tmin final 1140 ps, end-of-flow core utilization 9.52%, Routed WL 474 um, final setup vio count 0, vias in the first global route 162, Pwr per Cell Area 2230 nW/um^2, Synth flops 4, outcome complete, no violations, post-synthesis chip area from yosys 160 um^2, Synth Seq Share 62.5%, vias 128, share of post-route cells with drive strength above 1 33.3%, I/O Buffers 6, # DRC 0, area leader, netlist dfrtp_1
power by group:
part | switching (W) | internal, W
combinational | 0.000103 | 0.000204
sequential | 0.0000474 | 0.000208
clock | 0.0000536 | 0.000112
total | 0.000204 | 0.000523
layer usage:
metal / vias up / global-route usage [%] / part of all wire (%)
met1: 55 / 2.40 / 64
li1: 64 / - / -
met4: 0 / 0.176 / 0
met5: - / 0 / 0
met2: 9 / 1.77 / 26
met3: 0 / 1.59 / 10
cell usage after synthesis:
cell / count
dfrtp_1: 4
ha_1: 1
mux2_2: 1
nand2_1: 1
nand4_1: 1
xnor2_1: 2
xor2_1: 1
worst register-to-register path: stages, from the launching register on:
cell and delay, ps:
dfrtp_1 370, buf_4 140, ha_1 250, mux2_2 260
metrics by stage:
step | power [W] | setup TNS [ps] | instance area [um^2]
after global placement | 0.000525 | -16.3 | 285
after floorplan | 0.000348 | 0 | 160
after detailed placement | 0.000535 | -51.6 | 285
final | 0.000727 | 0 | 325
after CTS | 0.000764 | 0 | 333
after global routing | 0.000804 | 0 | 325
path summary, 6_finish.rpt:
path / from / endpoint / slack (ps)
max in group asynchronous: rst / control_bus[1]$_DFFE_PN0P_ / 830
min in group clk0: control_bus[0]$_DFFE_PN0P_ / control_bus[0]$_DFFE_PN0P_ / 530
worst min register to register: control_bus[0]$_DFFE_PN0P_ / control_bus[0]$_DFFE_PN0P_ / 530
worst min-delay path: rst / control_bus[3]$_DFFE_PN0P_ / 210
worst max-delay path: control_bus[1]$_DFFE_PN0P_ / control_bus[1]$_DFFE_PN0P_ / 60
worst max register to register: control_bus[1]$_DFFE_PN0P_ / control_bus[1]$_DFFE_PN0P_ / 60
area by class of cell:
class / count / area (um^2) / share of cell area (%)
repair buffers: 10 / 85.1 / 26.2
multi-input cells: 7 / 60.1 / 18.5
well taps: 46 / 57.6 / 17.7
flip-flops and latches: 4 / 100 / 30.8
clock buffers: 3 / 22.5 / 6.92
repair_timing:
action	4_1_cts	5_1_grt
endpoints found under the setup margin	4	1
setup buffers	4	0
gates resized	4	0
cells in the final DEF (no fill, tap or decap):
master	instances
buf_4	4
clkbuf_4	3
clkdlybuf4s50_1	2
dfrtp_1	4
dlygate4sd2_1	4
ha_1	1
mux2_2	1
nand2_1	1
nand4_1	1
xnor2_1	2
xor2_1	1
kinds of logic (layout without fill, tap and decap cells):
group / after synthesis / after routing / share of synthesized area, %
flops: 4 / 4 / 62.5
xor+xnor: 3 / 3 / 16.4
simple gates: 2 / 2 / 6.25
fa+ha+maj: 1 / 1 / 7.81
mux: 1 / 1 / 7.03
buf+inv: 0 / 13 / 0
No activity file was given, so power comes from the tool's default toggle rates.
