<file path="design/flow/config.mk">
export PLATFORM = sky130hd
export DESIGN_NAME = tfm
export DESIGN_NICKNAME = tfm
export VERILOG_FILES = /design/flow/design.v
export SDC_FILE = /design/flow/constraint.sdc
export NUM_CORES = 4
export LEC_CHECK = 1
export CORE_UTILIZATION = 30
</file>
<file path="design/flow/constraint.sdc">
current_design tfm

set clk_period 8.5
set clk_io_pct 0.2

create_clock -name clk0 -period $clk_period [get_ports {clk}]

set non_clock_inputs [all_inputs -no_clocks]
set_input_delay [expr $clk_period * $clk_io_pct] -clock clk0 $non_clock_inputs
set_output_delay [expr $clk_period * $clk_io_pct] -clock clk0 [all_outputs]
</file>
<file path="design/flow/design.v">
module tfm # (
   parameter FFT_OR_IFFT = "FFT",
   parameter DATA_WIDTH  = 16,
   parameter ROM_WIDTH   = 18
)(
   input                         clk,
   input                         rst,
   input                         en,
   input        [ROM_WIDTH-1:0]  sin_theta,
   input        [ROM_WIDTH-1:0]  cos_theta,
   input        [DATA_WIDTH-1:0] data_re,
   input        [DATA_WIDTH-1:0] data_im,
   output logic [DATA_WIDTH-1:0] out_re,
   output logic [DATA_WIDTH-1:0] out_im,
   output logic                  out_val
);
function [ROM_WIDTH+DATA_WIDTH-2:0] twos_complement;
   input [ROM_WIDTH+DATA_WIDTH-1:0] data;
   begin
      twos_complement = (~data) + 1'b1;
   end
endfunction
logic en_q;
logic [ROM_WIDTH+DATA_WIDTH-2:0] sin_re_c, sin_re_q;
logic [ROM_WIDTH+DATA_WIDTH-2:0] cos_re_c, cos_re_q;
logic [ROM_WIDTH+DATA_WIDTH-2:0] sin_im_c, sin_im_q;
logic [ROM_WIDTH+DATA_WIDTH-2:0] cos_im_c, cos_im_q;
logic [ROM_WIDTH+DATA_WIDTH-1:0] add_re_c;
logic [ROM_WIDTH+DATA_WIDTH-1:0] sub_im_c;
always_comb begin
   if (sin_theta[ROM_WIDTH-1]) begin
      sin_im_c = twos_complement(sin_theta[ROM_WIDTH-2:0]*data_im);
      sin_re_c = twos_complement(sin_theta[ROM_WIDTH-2:0]*data_re);
   end else begin
      sin_im_c = sin_theta[ROM_WIDTH-2:0]*data_im;
      sin_re_c = sin_theta[ROM_WIDTH-2:0]*data_re;
   end
end
always_comb begin
   if (cos_theta[ROM_WIDTH-1]) begin
      cos_im_c = twos_complement(cos_theta[ROM_WIDTH-2:0]*data_im);
      cos_re_c = twos_complement(cos_theta[ROM_WIDTH-2:0]*data_re);
   end else begin
      cos_im_c = cos_theta[ROM_WIDTH-2:0]*data_im;
      cos_re_c = cos_theta[ROM_WIDTH-2:0]*data_re;
   end
end
if (FFT_OR_IFFT=="FFT") begin
   assign add_re_c = sin_re_q - cos_im_q;
   assign sub_im_c = sin_im_q + cos_re_q;
end else if (FFT_OR_IFFT == "IFFT") begin
   assign add_re_c = sin_re_q + cos_im_q;
   assign sub_im_c = sin_im_q - cos_re_q;
end
always_ff@(posedge clk) begin
   en_q <= en;
end
always_ff @(posedge clk, negedge rst) begin
   if (~rst) begin
      sin_re_q <= 'h0;
      cos_re_q <= 'h0;
      sin_im_q <= 'h0;
      cos_im_q <= 'h0;
   end else if (en) begin
      sin_re_q <= sin_im_c;
      cos_re_q <= sin_re_c;
      sin_im_q <= cos_im_c;
      cos_im_q <= cos_re_c;
   end
end
always_ff @(posedge clk, negedge rst) begin
   if (~rst) begin
      out_re  <= 'h0;
      out_im  <= 'h0;
      out_val <= 1'b0;
   end else if (en_q) begin
      out_re  <= add_re_c[ROM_WIDTH+DATA_WIDTH-1:ROM_WIDTH-1];
      out_im  <= sub_im_c[ROM_WIDTH+DATA_WIDTH-1:ROM_WIDTH-1];
      out_val <= 1'b1;
   end else
      out_val <= 1'b0;
end
endmodule
</file>
<file path="design/flow/run.sh">
#!/bin/bash
# OpenROAD 26Q1-2900-gdf79404cd8, Yosys 0.63+post, stock flow scripts
make -C /OpenROAD-flow-scripts/flow DESIGN_CONFIG=/design/flow/config.mk WORK_HOME=/design/flow/orfs finish
</file>
==> report_table.html <==
<h2>Implementation results</h2>
<table>
<tr><th>Metric</th><th>Value</th></tr>
<tr><th colspan="2">Clock network</th></tr>
<tr><td>Clock transition at path regs</td><td>70 ps</td></tr>
<tr><td>Num Clock Sinks</td><td>166</td></tr>
<tr><td>Cts-stage hold buffer count</td><td>0</td></tr>
<tr><td>Later-pin clock latency in the skew report</td><td>450 ps</td></tr>
<tr><td>Maximum count of clock buffers along a single path</td><td>2</td></tr>
<tr><td>CTS tree</td><td>done</td></tr>
<tr><td>Buffer cell driving the clock tree root</td><td>clkbuf_16</td></tr>
<tr><td>Number of H-tree branching levels</td><td>4</td></tr>
<tr><td>Total CTS buffers</td><td>17</td></tr>
<tr><th colspan="2">Detailed routing</th></tr>
<tr><td>WL/cell</td><td>17.63 um</td></tr>
<tr><td>Count of nets left with antenna violations after detail routing</td><td>0</td></tr>
<tr><td>Vias per cell</td><td>4.698</td></tr>
<tr><td>Vias after detailed routing</td><td>38.79k</td></tr>
<tr><td>Iteration-0 DRC count of the detailed router</td><td>2060</td></tr>
<tr><td>Remaining routing DRC violations</td><td>0</td></tr>
<tr><td>DRT Wirelength</td><td>145600 um</td></tr>
<tr><td>Pre-Repair DR Iteration Count</td><td>5</td></tr>
<tr><th colspan="2">Layout</th></tr>
<tr><td>Share of final-layout standard cells stronger than drive strength 1</td><td>16.88%</td></tr>
<tr><td>Sequential cell area</td><td>4149 um2</td></tr>
<tr><td>Cell area after layout</td><td>59160 um2</td></tr>
<tr><td>Synth-to-Final Area Change</td><td>24.23%</td></tr>
<tr><td>Layout fillers</td><td>15.30k</td></tr>
<tr><td>Core Util, Final</td><td>37.70%</td></tr>
<tr><td>Comb gate area</td><td>39340 um2</td></tr>
<tr><td>Non-filler instance count after layout</td><td>8257</td></tr>
<tr><th colspan="2">Critical path</th></tr>
<tr><td>Depth of the worst register-to-register path</td><td>12</td></tr>
<tr><td>Arrival time of the worst setup path</td><td>8740 ps</td></tr>
<tr><td>Reg2reg start</td><td>cos_re_q[1]$_DFFE_PN0P_</td></tr>
<tr><td>Reg-to-reg slack, setup</td><td>4650 ps</td></tr>
<tr><td>WP data required</td><td>8890 ps</td></tr>
<tr><td>Maximum fanout along the worst path</td><td>10</td></tr>
<tr><td>Startpoint Class</td><td>input pin</td></tr>
<tr><td>Critical path class</td><td>input pin to flip-flop</td></tr>
<tr><td>CP Capture Type</td><td>flip-flop</td></tr>
<tr><td>Worst reg2reg endpoint</td><td>out_im[13]$_DFFE_PN0P_</td></tr>
<tr><th colspan="2">GRT</th></tr>
<tr><td>Wire length of the first global-routing pass</td><td>225900 um</td></tr>
<tr><td>All-Layer GR Usage</td><td>18.58%</td></tr>
<tr><td>Aggregate global routing overflow</td><td>0</td></tr>
<tr><td>Largest net degree at the start of global routing</td><td>135</td></tr>
<tr><td>Number of global-route vias before repair</td><td>40.51k</td></tr>
<tr><td>Number of antenna violations at the first check in global routing</td><td>7</td></tr>
<tr><th colspan="2">Synthesis</th></tr>
<tr><td>Largest family of logic cells by area</td><td>adder cells</td></tr>
<tr><td>Count of unique library cells instantiated by Yosys</td><td>93</td></tr>
<tr><td>Most frequently used cell type in the post-synthesis netlist</td><td>inv_1</td></tr>
<tr><td>Leading post-synthesis cells by instance count</td><td>1007 x inv_1, 832 x fa_1, 751 x nand2_1, 502 x and2_1, 486 x ha_1</td></tr>
<tr><td>XOR/XNOR Fraction of Synth Area</td><td>4.506%</td></tr>
<tr><td>Post-synth top area cell</td><td>fa_1</td></tr>
<tr><td>Top flip-flop cell by instance count after synthesis</td><td>dfrtp_1</td></tr>
<tr><td>Mapped Area</td><td>47620 um2</td></tr>
<tr><td>Number of synthesized register bits</td><td>166</td></tr>
<tr><td>Max-area cell share</td><td>34.98%</td></tr>
<tr><td>Simple logic cell fraction of the synthesized area</td><td>18.00%</td></tr>
<tr><td>Cell count in the Yosys report</td><td>5547</td></tr>
<tr><td>MUX share of area</td><td>1.259%</td></tr>
<tr><td>Part of the Yosys area used for sequential elements</td><td>8.713%</td></tr>
<tr><td>Complex-gate fraction of the synthesized area</td><td>9.498%</td></tr>
<tr><td>Per-instance average area after synthesis</td><td>8.585 um2</td></tr>
<tr><td>Total of warnings raised by yosys</td><td>1</td></tr>
<tr><td>Top cells, area</td><td>fa_1 35%, ha_1 13%, dfrtp_1 8.7%</td></tr>
<tr><td>Share of flip-flops with an asynchronous set or reset after synthesis</td><td>99.40%</td></tr>
<tr><td>Number of flops mapped to enable cells by yosys</td><td>0</td></tr>
<tr><td>Synth Area in Adders</td><td>47.75%</td></tr>
<tr><td>Synthesized netlist cell count</td><td>5547</td></tr>
<tr><td>Yosys Chip Area</td><td>47620 um2</td></tr>
<tr><th colspan="2">Hold path</th></tr>
<tr><td>Hold Crit Endpoint</td><td>out_im[6]$_DFFE_PN0P_</td></tr>
<tr><td>Worst min-delay path category</td><td>flip-flop to flip-flop</td></tr>
<tr><td>Cell count of the worst hold path</td><td>2</td></tr>
<tr><td>Hold wc startpoint</td><td>out_im[6]$_DFFE_PN0P_</td></tr>
<tr><th colspan="2">STA</th></tr>
<tr><td>Shortest period the worst path allows</td><td>8345 ps</td></tr>
<tr><td>Clock Skew</td><td>13.54 ps</td></tr>
<tr><td>Worst relative slew slack</td><td>50.86%</td></tr>
<tr><td>Setup repair after global routing missed its margin</td><td>true</td></tr>
<tr><td>Final count of negative-setup-slack endpoints</td><td>0</td></tr>
<tr><td>Transition at the pin with the smallest max-transition slack</td><td>737.2 ps</td></tr>
<tr><td>Highest clock frequency the design can meet</td><td>119.8 MHz</td></tr>
<tr><td>Final hold violations</td><td>0</td></tr>
<tr><td>Number of pins exceeding their max-slew limit in the final report</td><td>0</td></tr>
<tr><td>Crit share post-route</td><td>98.18%</td></tr>
<tr><th colspan="2">Floorplan</th></tr>
<tr><td>Die Size</td><td>160300 um2</td></tr>
<tr><td>I/O pin count</td><td>104</td></tr>
<tr><td>Placeable core area</td><td>156900 um2</td></tr>
<tr><td>Die X-Extent</td><td>400.4 um</td></tr>
<tr><td>Total number of placement rows</td><td>145</td></tr>
<tr><td>Vertical die size</td><td>400.4 um</td></tr>
<tr><td>Core Density at Floorplan</td><td>30.34%</td></tr>
<tr><th colspan="2">Placement</th></tr>
<tr><td>Area of placed instances</td><td>56700 um2</td></tr>
<tr><td>Count of placed standard cells including taps</td><td>8156</td></tr>
<tr><td>Count of port buffers added during placement</td><td>103</td></tr>
<tr><td>Sum of net half-perimeters after detailed placement</td><td>117700 um</td></tr>
<tr><td>Final weighted congestion in routability-driven placement</td><td>0.9714</td></tr>
<tr><th colspan="2">Run</th></tr>
<tr><td>Max-cap violations</td><td>0</td></tr>
<tr><td>OpenROAD warning count</td><td>29</td></tr>
<tr><th colspan="2">Run status</th></tr>
<tr><td>Status</td><td>finished clean</td></tr>
</table>
stage by stage:
stage	hold slack [ps]	TNS (ps)	setup slack [ps]
after floorplan	342.6	0	158.0
after global placement	470.0	-19230	-657.2
after detailed placement	475.7	-19860	-606.8
after CTS	494.2	0	4.525
after global routing	511.1	-79.40	-28.42
final	483.5	0	154.6
cell usage in the layout, fill, tap and decap left out, types with 68 or more instances in the layout:
| cell | Yosys | final |
|---|---|---|
| inv_1 | 1007 | 1007 |
| fa_1 | 832 | 824 |
| nand2_1 | 751 | 750 |
| buf_4 | 0 | 684 |
| and2_1 | 502 | 502 |
| ha_1 | 486 | 476 |
| a21oi_1 | 259 | 239 |
| nor2_1 | 228 | 222 |
| dfrtp_1 | 165 | 165 |
| xnor2_1 | 128 | 117 |
| xor2_1 | 117 | 112 |
| o21ai_0 | 134 | 105 |
| buf_12 | 0 | 92 |
| clkdlybuf4s50_1 | 0 | 68 |
area by class of cell:
cell class / count / share of cell area [%]
Sequential cell: 166 / 7.014
Tap cell: 2058 / 4.353
Antenna cell: 1 / 0.004230
Clock inverter: 15 / 0.2982
Clock buffer: 17 / 0.7191
Timing Repair Buffer: 910 / 14.73
Multi-Input combinational cell: 4083 / 66.49
Inverter: 1007 / 6.390
registers in the layout, summed over array words and instances (netlist names):
signal,cells
out_val,1
sin_re_q,33
out_im,16
sin_im_q,33
cos_im_q,33
en_q,1
cos_re_q,33
out_re,16
kinds of logic (layout without fill, tap and decap cells):
family | after synthesis | in the layout
AND/OR/NAND/NOR | 1755 | 1755
adder cells (fa/ha/maj) | 1318 | 1318
buffers and inverters | 1298 | 1949
AND-OR/OR-AND | 711 | 711
XOR/XNOR | 245 | 245
flip-flops | 166 | 166
multiplexers | 54 | 54
other | 0 | 1
per-layer routing:
layer,wire [um],GRT usage [%],up-vias,share of wire [%]
met4,7408,5.169,16,5.1
li1,-,-,18580,-
met1,61080,25.89,18820,42
met2,64430,28.61,1204,44
met5,184,0.05947,-,0.13
met3,12450,5.693,176,8.6
timing repair:
| action | 4_1_cts | 5_1_grt |
|---|---|---|
| cloned | 0 | 19 |
| pin swaps | 2 | 79 |
| hold endpoints to repair | 0 | 0 |
| resized | 8 | 216 |
| setup endpoints to repair | 11 | 59 |
| setup buffers | 3 | 46 |
worst max-delay path by stage:
stage	startpoint	end	cells after the start
CTS	data_im[4]	sin_re_q[29]$_DFFE_PN0P_	29
global route	sin_theta[13]	sin_re_q[31]$_DFFE_PN0P_	29
finish	data_re[3]	cos_re_q[17]$_DFFE_PN0P_	22
worst max-delay path: stages:
cell            delay (ps)
dlymetal6s2s_1         500
buf_12                 250
buf_4                  170
nand2_1                 70
fa_1                   480
fa_1                   480
fa_1                   460
fa_1                   490
inv_1                   50
fa_1                   550
fa_1                   420
ha_2                   390
buf_4                  130
nor3_1                  40
a221o_1                250
a311o_1                340
or4_4                  590
or4_4                  580
buf_4                  150
o21ai_1                130
xor2_1                 290
mux2_2                 210
